===== /design/flow/config.mk =====
export PLATFORM = sky130hd
export DESIGN_NAME = ALU
export DESIGN_NICKNAME = ALU
export VERILOG_FILES = /design/flow/design.v
export SDC_FILE = /design/flow/constraint.sdc
export NUM_CORES = 4
export LEC_CHECK = 1
export CORE_UTILIZATION = 30

===== /design/flow/constraint.sdc =====
current_design ALU

set clk_period 5.8
set clk_io_pct 0.2

create_clock -name clk0 -period $clk_period

set non_clock_inputs [all_inputs -no_clocks]
set_input_delay [expr $clk_period * $clk_io_pct] -clock clk0 $non_clock_inputs
set_output_delay [expr $clk_period * $clk_io_pct] -clock clk0 [all_outputs]

===== /design/flow/design.v =====
module ALU(
  input [7:0] A, B,
  input [4:0] SEL,
  output reg [7:0] Z,
  output reg Cout
);
  always @ (*)
    begin
    case (SEL)
      5'b00000: Z = A;  
      5'b00001: Z = B;  
      5'b00010: {Cout,Z} = A & B;  
      5'b00011: {Cout,Z} = A | B;  
      5'b00100: {Cout,Z} = A-B;  
      5'b00101: {Cout,Z} = A+B;  
      5'b00110: {Cout,Z} = A + 1;  
      5'b00111: {Cout,Z} = A+B+1;  
      5'b01000: {Cout,Z} = A-B-1;  
      default: Z=8'b0; 
    endcase
  end
endmodule

===== /design/flow/run.sh =====
#!/bin/bash
# OpenROAD 26Q1-2900-gdf79404cd8, Yosys 0.63+post, stock flow scripts
make -C /OpenROAD-flow-scripts/flow DESIGN_CONFIG=/design/flow/config.mk WORK_HOME=/design/flow/orfs finish

==> reports/metrics.yaml <==
status: "complete, no violations"
detail-route-antenna-nets: 0
ys_types: 57
dieArea_sq_um: 6430
powerDensity_nw_per_um2: 80.5
slew_headroom: 0.629
drt_pass1_iterations: 4
end_kind: "output pin"
max_cap_violations: 0
seq_area_sq_um: 15.0
setup_viol: 0
synth_chip_area_sq_um: 1830
critPathTopFamily: "buffers and inverters"
drt_iter0_markers: 132
place_congestion: 0.959
grt_pass1_wl_mm: 10.0
unclocked_pins: 1
grt_max_degree: 16
die_x_um: 80.2
topCellsByArea: "ha_1, mux4_2, inv_1"
grt_setup_unrepaired: "no"
grtUsageTotal: 0.204
worstSetupPathType: "in2out"
wl_per_cell_um: 16.5
critPathMostFrequentCell: "clkdlybuf4s50_1"
hold_viol: 0
timing.final.crit_share: 0.937
numPortBuffers: 30
fmaxAchievable_mhz: 184
synth_area_leader_cell: "ha_1"
critPathSlowestCell: "clkdlybuf4s50_1"
die_height_um: 80.2
start_kind: "input port"
cp.required_ns: 4.64
holdPathStages: 4
slew_viol_final: 0
final.setup.tns_ns: 0
holdPathEnd: "Z[4]"
synthFlopType: "dlxtn_1"
path_buffers: 3
postCtsHoldBufs: 0
hp-class: "in2out"
crit_chain: "clkdlybuf4s50_1, inv_1, ha_1, nor3b_1, a211oi_1, nor2b_1, or4_1, a32o_1, o2111ai_1, clkdlybuf4s50_1"
syn_avg_cell_area_sq_um: 7.25
netlist.area_leader.share: 0.184
synth-seq-cells: 1
dp_hpwl_mm: 4.84
warning_count: 50
power.leakage_nw: 0.931
worstHoldStart: "A[4]"
post_cts_buffers: 0
pin_count: 30
fillers: 636
synthesis.instances: 253
vias: 2004
antenna_found_initial: 0
worst_pin_slew_ns: 0.553
grt_pass1_vias: 1970
drive_above_1_share: 0.0542
num_rows: 28
crit_fanout: 8
min_period_ns: 5.43
crit_path_max_incr_delay_ns: 0.65
coreArea_sq_um: 5920
syn_area_sq_um: 1830
synthArstFlopShare: 0
ctsResizeCount: 0
largest_reg_flops: 1
yosysCellCount: 253
post_drt_via_cell_ratio: 5.69
layout_top_cells: "clkdlybuf4s50_1, inv_1, ha_1"
gr-total-overflow: 0
untimed_endpoints: 2
fp-utilization: 0.310
ys_warn_count: 1
hold_ws_ns: 3.52
vdd_drop_max_mv: 0.0342
syn2layout_area_growth_pct: 20.3
drc: 0
cp.arrival_ns: 4.27
totalPowerFinal_uw: 178
wl_mm: 5.81
layout_top_cell: "clkdlybuf4s50_1"
synth-edff-count: 0
antennaDiodeCount: 0
logic_area_sq_um: 1650
layout make-up:
class | instances | share of cell area
multi-input combinational | 211 | 0.746
timing repair buffer | 35 | 0.153
inverter | 30 | 0.0510
tap | 75 | 0.0425
sequential | 1 | 0.00681
Yosys cell counts (4+ instances only):
cell type / number
fa_1: 4
nor3_1: 6
inv_1: 28
a21o_1: 4
clkbuf_1: 6
o21bai_1: 4
a221oi_1: 4
xnor2_1: 10
a21oi_1: 19
mux4_2: 5
and3_1: 6
o21ai_0: 10
o221ai_1: 4
nand3_1: 11
a22oi_1: 6
o22ai_1: 4
ha_1: 27
nand2_1: 8
nor2_1: 26
a211oi_1: 6
worst min-delay path, delay by kind of cell:
family	cells	cell delay [ns]
simple gates	1	0.10
buf+inv	2	0.96
compound gates	1	0.14
routing by layer:
layer	up-vias	GRT usage	routed length (um)
met5	-	0	0
met4	0	0.0214	61
met3	4	0.0381	501
met2	69	0.300	2590
met1	934	0.319	2650
li1	997	-	-
logic make-up after synthesis:
kind of cell               share of synthesized area
buffers and inverters                         0.0935
xor gates and xnor gates                      0.0573
AOI/OAI and AO/OA                              0.325
muxes                                         0.0785
and+or+nand+nor                                0.210
latches                                      0.00819
adders and majority gates                      0.228
metrics by stage:
step / instance area, sq um / utilization / instances / worst slack [ns]
after global routing: 2210 / 0.373 / 352 / 0.0989
after floorplan: 1830 / - / 253 / 1.90
after detailed placement: 2210 / 0.373 / 352 / 0.372
after CTS: 2210 / 0.373 / 352 / 0.367
final: 2210 / 0.373 / 352 / 0.368
after global placement: 2210 / 0.373 / 352 / 0.438
where the power goes:
group          internal (mW)  total (mW)  switching, mW
sequential          0.000581    0.000652      0.0000713
combinational         0.0828       0.177         0.0942
clock                      0           0              0
worst max path at each step:
stage / start / endpoint / slack (ns) / cells after the start
4_1_cts: A[1] / Z[7] / 0.37 / 10
5_1_grt: A[1] / Z[7] / 0.1 / 10
6_report: A[1] / Z[7] / 0.37 / 10
No activity file was given, so power comes from the tool's default toggle rates.
